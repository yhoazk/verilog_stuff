`flow/design.v`:
```
module memoria
	#(
	parameter 	DATA_WIDTH = 8,
					ADDR_WIDTH = 6,
					RAM_DEPTH = 1 << ADDR_WIDTH
	)
	(	
	input		[(ADDR_WIDTH-1):0]address     ,  
	output reg	[31:0]data          
	);          
reg [DATA_WIDTH-1:0] mem [0:RAM_DEPTH-1];
		integer i;
		initial begin 
		for(i=0; i < RAM_DEPTH; i= i+1) begin
			mem[i]=8'b0000_0000;
		end
		{mem[0],mem[1],mem[2],mem[3]} = 32'b000010_00000_00000_00000_00000_000101;
		{mem[4],mem[5],mem[6],mem[7]} = 32'b000000_00001_00000_00010_00000_101010;  
		{mem[8],mem[9],mem[10],mem[11]}=32'b000000_00001_00000_00010_00010_110000;
		{mem[20],mem[21],mem[22],mem[23]} = 32'b000000_00001_00000_00010_00000_100000;  
	end
always @ (address)
begin
      data ={ mem[address], mem[address + 2'b01], mem[address + 2'b10], mem[address + 2'b11]};
end
endmodule 
```
`flow/run.sh`:
```
#!/bin/bash
# OpenROAD 26Q1-2900-gdf79404cd8, Yosys 0.63+post, stock flow scripts
make -C /OpenROAD-flow-scripts/flow DESIGN_CONFIG=/design/flow/config.mk WORK_HOME=/design/flow/orfs finish
```
`flow/config.mk`:
```
export PLATFORM = sky130hd
export DESIGN_NAME = memoria
export DESIGN_NICKNAME = memoria
export VERILOG_FILES = /design/flow/design.v
export SDC_FILE = /design/flow/constraint.sdc
export NUM_CORES = 4
export LEC_CHECK = 1
export CORE_AREA = 10 10 70 70
export DIE_AREA = 0 0 80 80
```
`flow/constraint.sdc`:
```
current_design memoria

set clk_period 2.3
set clk_io_pct 0.2

create_clock -name clk0 -period $clk_period

set non_clock_inputs [all_inputs -no_clocks]
set_input_delay [expr $clk_period * $clk_io_pct] -clock clk0 $non_clock_inputs
set_output_delay [expr $clk_period * $clk_io_pct] -clock clk0 [all_outputs]
```
==> out/summary.log <==
INFO  cells_and_area drive_above_1_share=53.85%
INFO  grt            first_pass_grt_wire_length=5.513mm
INFO  pwr            sequential_power_share=0%
INFO  grt            grt.overflow.total=0
INFO  floorplan      coreArea=3416um2
INFO  clock_tree     number_of_hold_repair_buffers_added_at_the_cts_stage=0
INFO  worst_setup_path worst_setup_path_startpoint=address[1]
INFO  worst_setup_path critical_path.endpoint_type=output pin
INFO  pwr            power.share.switching=45.49%
INFO  run            stage_log_warnings=43
INFO  placed_design  placement.cell_area=1453um2
INFO  worst_setup_path critical_path.max_fanout=4
INFO  placed_design  placement.setup.worst_slack=-921.8ps
INFO  worst_setup_path path_cells=buf_12, inv_8, ha_4, nand3b_1, xnor2_2, buf_4, or4_4, a21oi_2, buf_2
INFO  cells_and_area layoutNonFillerInstCount=241
INFO  pwr            cellInternalPower=0.1680mW
INFO  worst_setup_path crit_path_max_incr_delay=410ps
INFO  pwr            netSwitchingPower=0.1402mW
INFO  hold_path      hp-start=address[0]
INFO  cells_and_area flop_area=0um2
INFO  worst_setup_path crit_slowest_cell=sky130_fd_sc_hd__or4_4
INFO  sta            setup_slack=-79.03ps
INFO  worst_setup_path worstSetupPathType=input port to output pin
INFO  detailed_routing drt_first_pass_iters=4
INFO  grt            grt_use_total=9.951%
INFO  placed_design  dp.cells=228
INFO  detailed_routing detail_route.vias_per_cell=4.743
INFO  logic_synthesis synth.yosys.seq_area_share=0%
INFO  outcome        failed_checks=negative setup slack
INFO  detailed_routing antenna_violating_nets_post_route=0
INFO  sta            final_hold_viol_count=0
INFO  detailed_routing route.vias.total=1143
INFO  cells_and_area numSequentialCells=0
INFO  sta            final_number_of_setup_violating_endpoints=5
INFO  logic_synthesis synth-cells-yosys=125
INFO  worst_setup_path number_of_buffers_and_inverters_on_the_critical_path=4
INFO  worst_setup_path crit_path_start_kind=input port
INFO  cells_and_area clock_buffer_count=0
INFO  worst_setup_path critical_path.top_delay_family=simple AND/OR/NAND/NOR gates
INFO  logic_synthesis syn-cell-area=873.3um2
INFO  hold_path      hold_class=input port to output pin
INFO  detailed_routing diodes_inserted=0
INFO  logic_synthesis ys_area=873.3um2
INFO  logic_synthesis post_synth.cell_area_avg=6.987um2
INFO  sta            timing.final.max_slew_violations=0
INFO  placed_design  detailed_place_hpwl=2.306mm
INFO  logic_synthesis ys_types=44
INFO  pwr            worst_ir_drop_vdd=0.0001091V
INFO  grt            antenna_found_initial=0
INFO  run            drv.max_cap_violation_count=0
INFO  detailed_routing wl_per_cell=13.88um
INFO  grt            grt_max_degree=15
INFO  sta            final_sum_of_negative_setup_slack=-244.5ps
INFO  pwr            pwr-share-comb=100.0%
INFO  sta            finalCriticalPeriod=2379ps
INFO  cells_and_area design_area=1822um2
INFO  placed_design  portBuffers=34
INFO  cells_and_area area.growth.synth_to_final=108.6%
INFO  pwr            p_leak=0.8179nW
INFO  logic_synthesis synthesis.instances=125
INFO  floorplan      core_util_floorplan=25.57%
INFO  sta            period_utilisation_layout=103.4%
INFO  floorplan      io-pin-count=38
INFO  worst_setup_path worst-endpoint-required=1840ps
INFO  outcome        outcome=finished, violations left
INFO  floorplan      placementRows=21
INFO  logic_synthesis yosys_warn_count=1
INFO  worst_setup_path crit_arrival=1920ps
INFO  detailed_routing wirelength=3.345mm
INFO  detailed_routing drt_iter0_drc=37
INFO  sta            fmax=0.4203GHz
INFO  floorplan      fp.dieW=80um
INFO  sta            grt_setup_unrepaired=true
INFO  pwr            power_density=169.1nW/um2
INFO  grt            grt_pass1_vias=1118
INFO  cells_and_area post-route-util=53.33%
INFO  detailed_routing remaining_drc_errors=0
INFO  placed_design  place.gp.congestion=0.8478
INFO  floorplan      vertical_die_dimension=80um
INFO  cells_and_area number_of_filler_cells_placed_in_the_layout=300
INFO  pwr            clock_power_share=0%
INFO  floorplan      chipArea=6400um2
## Yosys cell counts, types with 3 or more instances
cell                       count  area (um2)
sky130_fd_sc_hd__a21oi_1       5       25.02
sky130_fd_sc_hd__nand2b_1      4       25.02
sky130_fd_sc_hd__buf_2         5       25.02
sky130_fd_sc_hd__buf_4        10       75.07
sky130_fd_sc_hd__nand3_1       3       15.01
sky130_fd_sc_hd__nor2_1        8       30.03
sky130_fd_sc_hd__nor3_1        9       45.04
sky130_fd_sc_hd__nand2_1      11       41.29
sky130_fd_sc_hd__o21ai_0       3       15.01
sky130_fd_sc_hd__xnor2_1       4       35.03
sky130_fd_sc_hd__nand3b_1      5       37.54
sky130_fd_sc_hd__ha_1         12       150.1
sky130_fd_sc_hd__inv_1         6       22.52
## power groups by stage
stage / sequential, mW / combinational, mW / clock (mW)
CTS: 0 / 0.285 / 0
global route: 0 / 0.334 / 0
finish: 0 / 0.308 / 0
## kinds of logic after synthesis
group / count (synthesis) / synth area share (%)
and+or+nand+nor: 55 / 35.53
AOI/OAI and AO/OA: 24 / 20.34
buffers and inverters: 23 / 14.90
adders and majority gates: 12 / 17.19
xor gates and xnor gates: 7 / 7.880
muxes: 3 / 3.725
other: 1 / 0.4294
## routing by layer
layer	global-route usage (%)	vias to the layer above	wire length, um
met2	15.41	27	1484
met3	1.250	0	207
met4	0	0	0
li1	-	580	-
met5	0	-	0
met1	15.06	536	1653
## cells in the final DEF (no fill, tap or decap), types with 2 or more instances in the layout
cell	n
sky130_fd_sc_hd__nor3_2	5
sky130_fd_sc_hd__ha_1	4
sky130_fd_sc_hd__a21oi_2	3
sky130_fd_sc_hd__buf_2	6
sky130_fd_sc_hd__xnor2_2	2
sky130_fd_sc_hd__buf_4	40
sky130_fd_sc_hd__xnor2_1	2
sky130_fd_sc_hd__nand2b_1	4
sky130_fd_sc_hd__ha_4	8
sky130_fd_sc_hd__nor3_1	3
sky130_fd_sc_hd__o211a_1	2
sky130_fd_sc_hd__mux2_2	2
sky130_fd_sc_hd__or3_1	2
sky130_fd_sc_hd__clkbuf_2	2
sky130_fd_sc_hd__nor2_1	7
sky130_fd_sc_hd__clkdlybuf4s50_1	5
sky130_fd_sc_hd__a2111oi_2	2
sky130_fd_sc_hd__buf_12	2
sky130_fd_sc_hd__conb_1	4
sky130_fd_sc_hd__dlygate4sd2_1	15
sky130_fd_sc_hd__clkdlybuf4s15_1	2
sky130_fd_sc_hd__buf_6	12
sky130_fd_sc_hd__xor2_2	2
sky130_fd_sc_hd__nand3_1	3
sky130_fd_sc_hd__a21oi_1	2
sky130_fd_sc_hd__nand3b_1	5
sky130_fd_sc_hd__nand2_1	9
sky130_fd_sc_hd__o21ai_2	2
sky130_fd_sc_hd__nand4_1	2
sky130_fd_sc_hd__inv_1	3
## cell type report
| class | instances | area [um2] | area share [%] |
|---|---|---|---|
| timing repair buffer | 84 | 716.9 | 39.35 |
| tap | 46 | 57.56 | 3.159 |
| multi-input combinational | 105 | 1015 | 55.70 |
| inverter | 6 | 32.53 | 1.786 |
## worst paths after layout
path	endpoint	slack, ps	depth (start not counted)
setup / recovery	data[4]	-80	9
hold / removal	data[5]	1300	4
## metrics by stage
stage,power (mW),hold WS [ps]
finish,0.3081,1303
global route,0.3344,1318
CTS,0.2850,1303
detailed placement,0.2225,2032
global placement,0.2202,2037
floorplan,0.1117,933.1
## worst min-delay path, delay by kind of cell
| family | cells | cell delay, ps |
|---|---|---|
| AND-OR/OR-AND | 1 | 40 |
| buffers and inverters | 3 | 340 |
## timing repair
action | CTS | global route
endpoints found under the hold margin | 0 | 0
pin swaps | 24 | 13
cloned | 1 | 0
endpoints found under the setup margin | 28 | 10
gates resized | 120 | 22
setup buffers | 11 | 3
Power is estimated from default activity; no workload was simulated.
