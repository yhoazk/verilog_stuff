**config.mk**
```make
export PLATFORM = sky130hd
export DESIGN_NAME = pwm
export DESIGN_NICKNAME = pwm
export VERILOG_FILES = /design/flow/design.v
export SDC_FILE = /design/flow/constraint.sdc
export NUM_CORES = 4
export LEC_CHECK = 1
export CORE_UTILIZATION = 50
```
**constraint.sdc**
```tcl
current_design pwm

set clk_period 5.1
set clk_io_pct 0.2

create_clock -name clk0 -period $clk_period [get_ports {clk}]

set non_clock_inputs [all_inputs -no_clocks]
set_input_delay [expr $clk_period * $clk_io_pct] -clock clk0 $non_clock_inputs
set_output_delay [expr $clk_period * $clk_io_pct] -clock clk0 [all_outputs]
```
**design.v**
```verilog
module pwm #(parameter CLK_FREQ = 100000) (
    input clk,
    input nrst,
    input [6:0] duty_percent,
    input [31:0] period,
    output reg pwm_out
);
reg [31:0] counter;
reg [31:0] duty;
reg period_end;
reg cycle_end;
reg [1:0]ss_period_end;
always@(*) begin
    period_end = (period == counter)? 1'b1:1'b0;
end
always@(*) begin
    cycle_end = (duty == counter)? 1'b1:1'b0;
end
always@(posedge clk) begin
        if(nrst)begin
                pwm_out <= 'b0;
        end else begin
                pwm_out <= pwm_out ^ cycle_end;
        end
end
always @(posedge clk)begin
    if(nrst) begin
        ss_period_end <= 2'b0;
    end else begin
        ss_period_end <= {ss_period_end[0], period_end};
    end
end
wire end_period = ss_period_end[0] == 1'b0 && ss_period_end[1] == 1'b1;
always @(posedge clk) begin
    if(nrst) begin
        counter <= 'b0;
    end else  begin
        if(period_end) 
            counter <= 'b0;
        else
            counter <= counter + 32'b1;    
    end
end
always @(posedge clk) begin
    if(nrst) begin
        duty <= 'b0;
    end else  begin
        if(cycle_end) 
            duty <= 'b0;
        else 
            duty <= duty + 32'b1;    
    end
end
endmodule
```
**run.sh**
```bash
#!/bin/bash
# OpenROAD 26Q1-2900-gdf79404cd8, Yosys 0.63+post, stock flow scripts
make -C /OpenROAD-flow-scripts/flow DESIGN_CONFIG=/design/flow/config.mk WORK_HOME=/design/flow/orfs finish
```
==> impl_metrics.json <==
{
  "final_max_slew_viol_count": 0,
  "grt_max_degree": 33,
  "netlist_instances": 426,
  "drive_above_1_share": 0.0956,
  "cts_buffers": 9,
  "crit_path_start_kind": "input port",
  "ios": 42,
  "vias": 2805,
  "ctsResizeCount": 0,
  "cp-end-kind": "flip-flop",
  "chipWidth_um": 89.2,
  "detail-route-antenna-nets": 0,
  "cts.reportedPaths.clkPinSlew_ns": 0.07,
  "initCoreUtil": 0.521,
  "final_cell_mix": "xor2_1, nor2_1, dfxtp_1, xnor2_1, clkdlybuf4s50_1",
  "die_area_um2": 7950,
  "hpwl_um": 6240,
  "finalHoldViolCount": 0,
  "whs_ns": 0.492,
  "core_area_um2": 7290,
  "hold_buffers": 0,
  "ys_seq_elements": 65,
  "hp-start": "duty[0]$_SDFF_PP0_",
  "avgSynthCellArea_um2": 8.92,
  "cts.htree.levels": 3,
  "powerDensity_nw_per_um2": 258,
  "drc": 0,
  "root_buffer": "clkbuf_8",
  "slew_headroom": 0.513,
  "gp_congestion": 0.853,
  "post_cts_buffers": 0,
  "synth_warnings": 1,
  "crit_type": "in -> reg",
  "fin_crit_ns": 3.01,
  "ys_area_um2": 3800,
  "drv_cap": 0,
  "core.rowCount": 31,
  "rrSetupSlack_ns": 2.69,
  "syn_to_final_growth_pct": 13.3,
  "post_drt_wl_per_cell_um": 15.2,
  "cellLeakagePower_nw": 1.76,
  "clkLatencyLatePin_ns": 0.34,
  "r2r_cells": 6,
  "firstDrtPassIters": 4,
  "critPathArrivalTime_ns": 3.23,
  "holdPathStages": 1,
  "worstMarginPinSlew_ns": 0.730,
  "synth.distinct_cells": 36,
  "ir_drop_uv": 153,
  "timing.fmax_mhz": 332,
  "synth_area_um2": 3800,
  "die_h_um": 89.2,
  "portBuffers": 34,
  "ys_cells": 426,
  "drtIter0Drc": 143,
  "grt_pass1_vias": 2566,
  "drt_wl_total_um": 8360,
  "fin_crit_sh": 0.591,
  "grt_pass1_wl_um": 13200,
  "status": "finished clean",
  "setup_viol": 0,
  "rr_startpoint": "counter[22]$_SDFF_PP0_",
  "warnings": 32,
  "via_per_inst": 5.11,
  "hold_path.class": "reg -> reg",
  "crit_fanout": 17,
  "finClkSkew_ns": 0.0100,
  "lay_top_count": "xor2_1",
  "clockBufferDepth": 2,
  "fin_tns_setup_ns": 0,
  "grt-ovfl-total": 0,
  "diodes": 0,
  "r2r-end": "counter[12]$_SDFF_PP0_",
  "worstPathRequired_ns": 5.32,
  "antenna_found_initial": 0,
  "cts_tree": "yes",
  "hold_end": "duty[0]$_SDFF_PP0_",
  "rsz0062_at_grt": "no",
  "grt_usage": 0.229,
  "postSynthSeqShare": 0.342,
  "clkSinkCount": 65
}
## registers in the layout (all words and copies together) (netlist names)
name	count
duty	32
pwm_out	1
counter	32
## per-stage QoR
step | instances | setup slack, ns | instance area [µm²] | total power [mW] | utilization
finish | 549 | 2.09 | 4310 | 1.11 | 0.591
floorplan | 426 | 2.95 | 3800 | 0.606 | -
global route | 549 | 1.91 | 4310 | 1.16 | 0.591
detailed placement | 533 | 1.72 | 4100 | 0.655 | 0.562
CTS | 549 | 2.09 | 4310 | 1.13 | 0.591
global placement | 533 | 1.73 | 4100 | 0.654 | 0.562
## metal layers
layer | global-route usage | part of all wire | vias up
met5 | 0 | 0 | -
met1 | 0.377 | 0.50 | 1286
met2 | 0.347 | 0.45 | 49
met3 | 0.0243 | 0.034 | 11
li1 | - | - | 1459
met4 | 0.0260 | 0.014 | 0
## layout make-up
| cell class | count | area [µm²] |
|---|---|---|
| fillers | 675 | 2980 |
| clock buffers | 10 | 128 |
| multi-input cells | 322 | 2280 |
| inverters | 11 | 41.3 |
| repair buffers | 36 | 355 |
| clock inverters | 6 | 82.6 |
| well taps | 99 | 124 |
| flip-flops and latches | 65 | 1300 |
## worst max-delay path by stage
stage     slack, ns                endpoint  depth (start not counted)       start
6_report       2.09  counter[12]$_SDFF_PP0_                          7  period[31]
5_1_grt        1.91  counter[12]$_SDFF_PP0_                          7   period[8]
4_1_cts        2.09  counter[12]$_SDFF_PP0_                          7  period[31]
## power breakdown
part | total, mW | switching (mW) | internal [mW]
logic | 0.112 | 0.0571 | 0.0545
registers | 0.530 | 0.0128 | 0.517
clock network | 0.472 | 0.199 | 0.273
## cells by family after synthesis
family | count (synthesis) | share of synthesized area
fa+ha+maj | 2 | 0.00658
simple gates | 192 | 0.293
compound gates | 4 | 0.0102
flops | 65 | 0.342
xor+xnor | 124 | 0.288
buf+inv | 39 | 0.0599
## synth_stat cells, drive strengths merged
| library cell | number | area, µm² |
|---|---|---|
| a21oi | 1 | 5.00 |
| and2 | 1 | 6.26 |
| and3 | 5 | 31.3 |
| and4 | 8 | 70.1 |
| buf | 22 | 163 |
| clkbuf | 6 | 23.8 |
| dfxtp | 65 | 1300 |
| ha | 2 | 25.0 |
| inv | 11 | 41.3 |
| nand2 | 17 | 63.8 |
| nand3 | 21 | 118 |
| nand4 | 20 | 165 |
| nor2 | 74 | 283 |
| nor3 | 12 | 70.1 |
| nor4 | 27 | 230 |
| nor4b | 1 | 23.8 |
| o21ai | 1 | 5.00 |
| o31ai | 2 | 28.8 |
| or2 | 2 | 12.5 |
| or3 | 2 | 22.5 |
| or4 | 2 | 18.8 |
| xnor2 | 36 | 315 |
| xor2 | 88 | 778 |
## worst max-delay path, stage by stage
cell and delay, ns:
clkdlybuf4s50_1 0.41, xor2_1 0.14, nor4_1 0.44, nand4_1 0.18, o21ai_2 0.61, buf_4 0.36
nor2_1 0.08
No activity file was given, so power comes from the tool's default toggle rates.
